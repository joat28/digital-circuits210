`flow/config.mk`:
```
export PLATFORM = sky130hd
export DESIGN_NAME = Datapath_for_Div
export DESIGN_NICKNAME = Datapath_for_Div
export VERILOG_FILES = /design/flow/design.v
export SDC_FILE = /design/flow/constraint.sdc
export NUM_CORES = 4
export LEC_CHECK = 1
export CORE_AREA = 10 10 111 111
export DIE_AREA = 0 0 121 121
```
`flow/constraint.sdc`:
```
current_design Datapath_for_Div

set clk_period 3.8
set clk_io_pct 0.2

create_clock -name clk0 -period $clk_period [get_ports {clock}]

set non_clock_inputs [all_inputs -no_clocks]
set_input_delay [expr $clk_period * $clk_io_pct] -clock clk0 $non_clock_inputs
set_output_delay [expr $clk_period * $clk_io_pct] -clock clk0 [all_outputs]
```
`flow/design.v`:
```
module Datapath_for_Div (                                        
    output less,                                                 
    input LoadD1,LoadD2, LoadC,LoadP,LdSAD, clearC, incC,        
    input [15:0] Data_in,                                        
    input clock                                                  
    );
    wire [15:0] W, Y, T, Bout, Bus;                              
    PIPO1 D (W, Bus, T, LoadD1, LoadD2, clock);                  
    PIPO2 P (Y, LoadP, clock);                                   
    CNT C (Bout, LoadC, incC, clock);                            
    SAD Q (Bus, LdSAD, Data_in);                                 
    SUB CT (T, W, Y) ;                                           
    LESS COMP (less, W);                                         
endmodule                                                        
module PIPO1 (                                                   
    output reg [15:0]dout,                                       
    input [15:0]din1,din2,                                       
    input ld1,ld2,clock                                          
    );
    always @(posedge clock)                                      
    	if(ld1) dout <= din1;                                    
    	else if(ld2) dout <= din2;                               
endmodule                                                        
module PIPO2 (                                                   
    output reg [15:0]dout,                                       
    input ld,clock);                                             
    always @(posedge clock)                                      
    	if(ld) dout <= 16'b0000000000001010;                     
endmodule                                                        
module SAD (                                                     
    output reg [15:0]us,                                         
    input ld,                                                    
    input [15:0] din                                             
    );  
    always @ ( * )                                               
    	if (ld) us <= din;                                       
endmodule                                                        
module SUB (                                                     
    output reg [15:0]out,                                        
    input [15:0] in1, in2                                        
    );
    always @(*)                                                  
    	out = in1 - in2 ;                                        
endmodule                                                        
module LESS (                                                    
    output less,                                                 
    input [15:0] data                                            
    );
    assign less = (data <10);                                    
endmodule
module CNT (                                                     
    output reg [15:0]dout,                                       
    input ld, inc, clock                                         
    );                                                          
    always @(posedge clock)                                      
    	if(ld) dout <= 16'd0;                                    
    	else if(inc) dout <= dout+1;                             
endmodule                                                        
module Control (                                                 
    output reg LoadD1, LoadD2, LoadC, LoadP, LdSAD, clearC, incC, done,  
    input clock, less, start                                     
    );                                                                  
    reg [2:0] state;                                             
    parameter S0 = 3'b000,                                       
              S1 = 3'b001,
              S2 = 3'b010, 
              S3 = 3'b011; 
    always @(posedge clock)                                      
    	begin                                                    
    	  case (state)                                           
    		S0: if(start) state <= S1;                           
    		S1: state <= S2;                                     
    		S2: #2 if (less) state <= S3;                        
    		S3: state  <= S3;                                    
    		default: state <= S0;                                
    	   endcase                                               
    	end
    always @(state)                                              
    	begin
    	  case (state)                                           
    		S0: begin                                            
                    #1 LoadD1 = 0;
                    LoadD2 = 0;
                    LoadC = 0;
                    clearC = 0;
                    incC = 0;
                    LoadP = 0;
                    LdSAD = 1;
                end
    		S1: begin                                            
                    #1 LoadD1 = 1;
                    LoadC = 1;
                    clearC = 1;
                    LoadP = 1;
                end
    		S2: begin                                            
                    #1 LoadD1 = 0;
                    LoadC = 0;
                    clearC = 0;
                    LoadD2 = 1;
                    incC = 1;
                end
    		S3: begin                                            
                    #1 done = 1;
                    LoadD1 = 0;
                    LoadC = 0;
                    incC = 0;
                    LoadD2 = 0;
                    LoadP = 0;
                    LdSAD = 0;
                end
    		default: 
                begin 
                    #1 LoadC = 0;                                
                    LoadD1 = 0;
                    LoadD2 = 0;
                    clearC = 0;
                    incC = 0;
                    LoadP = 0;
                end
    	   endcase                                               
    	end                                                      
endmodule                                                        
```
`flow/run.sh`:
```
#!/bin/bash
# OpenROAD 26Q1-2900-gdf79404cd8, Yosys 0.63+post, stock flow scripts
make -C /OpenROAD-flow-scripts/flow DESIGN_CONFIG=/design/flow/config.mk WORK_HOME=/design/flow/orfs finish
```
==> impl_metrics.json <==
{
  "run_status": "finished, final reports clean",
  "cap_violations": 0,
  "unclocked_regs": 15,
  "core_region_area_um2": 9860,
  "layout_top_cells": "clkdlybuf4s50_1 (19), edfxtp_1 (15), dlxtp_1 (15), nand2_1 (13), o21ai_0 (12)",
  "ctsResizeCount": 0,
  "layout_top_cell": "clkdlybuf4s50_1",
  "cp_top_family": "simple AND/OR/NAND/NOR gates",
  "insertion_delay_ns": 0.24,
  "fp_util_pct": 11.3,
  "grt_max_degree": 30,
  "core.rowCount": 36,
  "overflow": 0,
  "cp.arrival_ns": 2.26,
  "grt_pass1_vias": 753,
  "yosysUniqueCellTypes": 26,
  "met1_usage_pct": 4.79,
  "vias_per_cell": 2.91,
  "placed_cell_area_um2": 1470,
  "cp-end-kind": "primary output",
  "synth.cell_area_um2": 1110,
  "drt_iter0_drc": 21,
  "drc": 0,
  "powerDensity_nw_per_um2": 298,
  "antenna_left": 0,
  "untimed_endpoints": 15,
  "post_drt_wl_per_cell_um": 8.69,
  "leakage_nw": 0.522,
  "antenna_found_initial": 0,
  "reg2regPathDepth": 4,
  "io_buffers": 19,
  "fin_ws_ns": 0.781,
  "finalCritPeriodShare_pct": 79.4,
  "dieHeight_um": 121,
  "yosysChipArea_um2": 1110,
  "netlist_instances": 101,
  "grt_pass1_wl_mm": 3.75,
  "crit_type": "register to primary output",
  "use_met3_pct": 0.945,
  "first_pass_iters": 4,
  "post-place-ws_ns": 1.06,
  "htreeDepth": 1,
  "fin_skew_ns": 0.00182,
  "path_cells": "nor4_1 -> nand4_1 -> nor3_1 -> clkdlybuf4s50_1",
  "relSlewSlack_pct": 61.2,
  "hold_depth": 1,
  "vias": 741,
  "finalSetupTns_ns": 0,
  "finalHoldViolCount": 0,
  "tritoncts": "built",
  "chipArea_um2": 14600,
  "hpwl_mm": 1.71,
  "r2r-start": "D.dout[9]$_DFFE_PP_",
  "area_growth_pct": 35.8,
  "hold_path_class": "register to register",
  "fmax_ghz": 0.331,
  "ys_cells": 101,
  "cts_inserted_buffers": 3,
  "critPathRequiredTime_ns": 3.04,
  "hold_end": "D.dout[1]$_DFFE_PP_",
  "cts_buffer_depth": 2,
  "fp.dieW_um": 121,
  "min_period_ns": 3.02,
  "warning_count": 30,
  "rsz0062_at_grt": "false",
  "hold_path_startpoint": "D.dout[1]$_DFFE_PP_",
  "cts_hold_buffers": 0,
  "clk_pin_slew_worst_paths_ns": 0.06,
  "cts_root_buf": "clkbuf_8",
  "r2r_slack_ns": 1.88,
  "crit_cells": 4,
  "ir_drop_mv": 0.122,
  "synth.avg_cell_area_um2": 11.0,
  "drive_above_1_share_pct": 9.02,
  "gp_congestion": 0.795,
  "fill_cells": 1095,
  "grt_use_met2_pct": 4.52,
  "worstReg2RegEnd": "D.dout[14]$_DFFE_PP_",
  "ys_ff": 30,
  "cp_max_fo": 4,
  "cts_setup_buffers": 0,
  "cp_slowest_stage_delay_ns": 0.57,
  "grtUsageTotal_pct": 3.17,
  "antenna_cells": 0,
  "crit_buf_inv": 1,
  "worst_slew_pin_slew_ns": 0.577,
  "ios": 25,
  "slew_viol_final": 0,
  "yosys_warnings": 5,
  "cp_slowest_cell": "nor4_1",
  "setup_viol": 0,
  "crit_path_start_kind": "register",
  "routed_wl_mm": 2.22,
  "fin_area_um2": 1510,
  "grt-busiest-layer": "met1"
}
## synthesized netlist by cell type
cell | number | area [um2]
o21ai_1 | 1 | 5.00
or4b_1 | 1 | 10.0
mux2_2 | 3 | 33.8
ha_1 | 1 | 12.5
nor2_1 | 4 | 15.0
nor3_1 | 2 | 10.0
or2_2 | 1 | 6.26
dlxtp_1 | 15 | 225
nor4_1 | 1 | 6.26
or4_1 | 1 | 7.51
xor2_1 | 8 | 70.1
edfxtp_1 | 15 | 450
clkbuf_1 | 3 | 11.3
xnor2_1 | 4 | 35.0
nand2_1 | 13 | 48.8
nand2b_1 | 2 | 12.5
or4_4 | 1 | 11.3
nor2b_1 | 1 | 6.26
nand4b_1 | 2 | 17.5
nand3_1 | 3 | 15.0
inv_1 | 2 | 7.51
nand4_1 | 2 | 12.5
a22oi_1 | 1 | 7.51
nor3_2 | 1 | 10.0
nand3b_1 | 1 | 7.51
o21ai_0 | 12 | 60.1
## routing by layer
layer  up-vias  part of all wire, %
met5         -                    0
met4         0                 0.45
met3         2                  3.7
met2        18                   41
met1       322                   55
li1        399                    -
## kinds of logic (layout without fill, tap and decap cells)
group	count (synthesis)	in the layout	synth area share (%)
AND/OR/NAND/NOR	36	36	17.6
flip-flops	15	15	40.4
latches	15	15	20.2
AND-OR/OR-AND	14	14	6.51
XOR/XNOR	12	12	9.43
buffers and inverters	5	26	1.68
multiplexers	3	3	3.03
adder cells (fa/ha/maj)	1	1	1.12
## sequential cells by signal (all words and copies together), names as in the netlist
| signal | flops |
|---|---|
| D.dout | 15 |
| Q.us | 15 |
## where the power goes
group	switching, W	internal, W
Sequential	0.0000197	0.000220
Clock	0.0000522	0.0000724
Combinational	0.0000401	0.0000469
Total	0.000112	0.000339
## cell type report
type	count	area, um2	area share, %
sequential	30	676	44.6
multi-input combinational	66	420	27.8
timing repair buffer	20	198	13.1
tap	133	166	11.0
clock buffer	3	41.3	2.73
inverter	2	7.51	0.496
clock inverter	1	5.00	0.331
## worst max path at each step
stage	startpoint	slack (ns)	endpoint
after CTS	D.dout[7]$_DFFE_PP_	0.79	less
after global routing	D.dout[7]$_DFFE_PP_	0.50	less
final	D.dout[9]$_DFFE_PP_	0.78	less
## metrics by stage
stage / utilization [%] / total power (W) / hold slack [ns] / std cells
final: 15.3 / 0.000451 / 0.632 / 255
after detailed placement: 14.9 / 0.000331 / 0.621 / 251
after floorplan: - / 0.000295 / 0.590 / 101
after CTS: 15.3 / 0.000460 / 0.632 / 255
after global routing: 15.3 / 0.000483 / 0.709 / 255
after global placement: 14.9 / 0.000330 / 0.618 / 251
Power figures rest on the tool's default switching activity, not on a simulated workload.
