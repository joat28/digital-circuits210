===== flow/design.v =====
module Generic_Matrix_Multiplier     
         #(
            parameter A_param = 3,  
		    parameter B_param = 3,  
		    parameter C_param = 8   
          )
		  (
            input [A_param*B_param*8-1:0]A1d,            
		    input [B_param*C_param*8-1:0]B1d,            
 		    output reg[A_param*C_param*8-1:0] Result     
          ); 
    reg [7:0] A3d [0:A_param-1][0:B_param-1];            
    reg [7:0] B3d [0:B_param-1][0:C_param-1];            
    reg [7:0] Res3d [0:A_param-1][0:C_param-1];          
    integer r,c,d;                                       
    integer R,C,D;                                       
    integer i,j,k;                                       
    always@ (A1d or B1d)                                 
    begin  
	for(r = 0; r < A_param; r = r+1) begin               
		for(c = 0; c < C_param; c = c+1) begin           
			for(d = 0; d < 8; d = d+1) begin             
				Res3d[r][c][d] = 1'd0;                   
			end
		end
	end
	for(r = 0; r < A_param; r = r+1) begin               
		for(c = 0; c < B_param; c = c+1) begin           
			for(d = 0; d < 8; d = d+1) begin             
				A3d[r][c][d] = A1d[r*B_param*8+c*8+d];   
			end
		end
	end
	for(r = 0; r < B_param; r = r+1) begin               
		for(c = 0; c < C_param; c = c+1) begin           
			for(d = 0; d < 8;d = d+1) begin              
				B3d[r][c][d] = B1d[r*C_param*8+c*8+d];   
			end
		end
	end
    for(i = 0; i < A_param; i = i+1) begin               
        for(j = 0; j < C_param; j = j+1) begin           
            for(k = 0; k < B_param; k = k+1) begin       
                Res3d[i][j] = Res3d[i][j] + (A3d[i][k] * B3d[k][j]);  
	        end
	    end
	end
	for(R = 0; R < A_param; R = R+1) begin               
		for(C = 0; C < C_param; C = C+1) begin           
			for(D = 0; D < 8; D = D+1) begin             
				Result[R*C_param*8+C*8+D] = Res3d[R][C][D];      
			end
		end
	end		           
    end  
endmodule    

===== flow/config.mk =====
export PLATFORM = sky130hd
export DESIGN_NAME = Generic_Matrix_Multiplier
export DESIGN_NICKNAME = Generic_Matrix_Multiplier
export VERILOG_FILES = /design/flow/design.v
export SDC_FILE = /design/flow/constraint.sdc
export NUM_CORES = 4
export LEC_CHECK = 1
export CORE_UTILIZATION = 30

===== flow/constraint.sdc =====
current_design Generic_Matrix_Multiplier

set clk_period 7.5
set clk_io_pct 0.2

create_clock -name clk0 -period $clk_period

set non_clock_inputs [all_inputs -no_clocks]
set_input_delay [expr $clk_period * $clk_io_pct] -clock clk0 $non_clock_inputs
set_output_delay [expr $clk_period * $clk_io_pct] -clock clk0 [all_outputs]

===== flow/run.sh =====
#!/bin/bash
# OpenROAD 26Q1-2900-gdf79404cd8, Yosys 0.63+post, stock flow scripts
make -C /OpenROAD-flow-scripts/flow DESIGN_CONFIG=/design/flow/config.mk WORK_HOME=/design/flow/orfs finish

==> reports/qor.yml <==
status:
  status: "finished, violations left"
  violations: "negative setup slack"
synth:
  yosys_area_um2: 72500
  syn_area_um2: 72500
  yosysTopAreaCellShare: 0.345
  syn-instance-count: 8542
  syn_area_per_cell_um2: 8.49
  synthDistinctLibCells: 19
  synth_top_cell_by_count: "inv_1"
  common_cells: "1814 x inv_1, 1359 x nand2_1, 1248 x fa_1"
  postSynthSeqShare: 0
  synthTopCellsByArea: "fa_1 34%, ha_1 21%, xnor2_1 11%, and2_1 11%, inv_1 9.4%"
  top_area_cell: "fa_1"
  yosysCellCount: 8542
  yosysWarningCount: 4
sta:
  finalMaxSlewViolations: 0
  worst_pin_slew_ns: 0.907
  rsz0062_at_grt: "true"
  hold_violations: 0
  max_freq_mhz: 115
  fin_ws_ns: -1.20
  post-route-period-util: 1.16
  holdWs_ns: 4.12
  fin_crit_ns: 8.70
  finalSetupViolations: 98
  slew-limit-headroom: 0.394
setup_path:
  path_buffers: 7
  cp-end-kind: "primary output"
  start_kind: "primary input"
  crit_chain: "buf_2 -> buf_12 -> buf_12 -> nand2_1 -> fa_1 -> fa_1 -> fa_1 -> inv_1 -> fa_1 -> fa_1 -> fa_1 -> inv_1 -> fa_2 -> inv_2 -> ha_4 -> a21oi_4 -> xnor2_2 -> xnor2_2 -> xnor2_2 -> buf_2"
  critPathMostFrequentCell: "fa_1"
  critPathKind: "in -> out"
  critical-path-slowest-cell: "fa_1"
  critPathTopFamily: "adder cells"
  arrival_ns: 7.20
  worstPathRequired_ns: 6.00
  slowest_delay_ns: 0.56
  cp_max_fo: 11
drt:
  ant_nets: 0
  via_per_inst: 4.61
  routedWlPerCell_um: 24.8
  route.vias.total: 62200
  postRouteWirelength_um: 334000
  drt_iter0_markers: 3059
  first_pass_iters: 7
  post-route-drc-count: 0
placed_design:
  dpl.hpwl_um: 261000
  gp_congestion: 1.02
  io_buffers: 456
  placed_area_um2: 91300
  dp.cells: 12800
clock_network:
  hold_buffers: 0
global_route:
  antenna_found_initial: 33
  track_usage: 0.290
  grt_start_max_net_pins: 21
  grt_overflow: 0
  grt_pass1_vias: 66800
  grt_pass1_wl_um: 481000
power:
  p_leak_nw: 50.7
  switching_share: 0.463
  switchingPower_mw: 21.8
  p_per_area_nw_per_um2: 456
  p_int_mw: 25.3
  vdd_ir_drop_max_mv: 0.958
die:
  dieWidth_um: 494
  fp_util: 0.302
  coreArea_um2: 240000
  dieArea_um2: 244000
  ioPinCount: 456
  rows: 180
  dieHeight_um: 494
layout:
  nClkBuffers: 0
  fin_cells: 13500
  seq_area_um2: 0
  seq_cells: 0
  area.growth.synth_to_final_pct: 42.5
  drive_gt1_frac: 0.273
  stdcell_area_um2: 103000
  num-fill-cells: 22300
worst_hold_path:
  min_path_type: "in -> out"
job:
  drv_cap: 0
  warnings: 35
[layout by cell type (no fill, tap or decap)]
| cell type | Yosys | layout |
|---|---|---|
| and2_4 | 0 | 37 |
| a21oi_2 | 0 | 18 |
| nand2_1 | 1359 | 1197 |
| buf_8 | 0 | 99 |
| dlygate4sd2_1 | 0 | 75 |
| and2_1 | 1218 | 1181 |
| ha_4 | 0 | 168 |
| buf_6 | 8 | 296 |
| clkdlybuf4s15_2 | 0 | 16 |
| xor2_2 | 0 | 6 |
| diode_2 | 0 | 28 |
| bufbuf_16 | 0 | 13 |
| fa_2 | 0 | 80 |
| buf_4 | 19 | 1025 |
| buf_12 | 0 | 383 |
| clkbuf_16 | 0 | 1 |
| ha_2 | 0 | 15 |
| a21o_1 | 48 | 47 |
| xor2_1 | 149 | 137 |
| clkdlybuf4s15_1 | 0 | 17 |
| xnor2_4 | 0 | 11 |
| fa_1 | 1248 | 1168 |
| xor2_4 | 0 | 6 |
| dlymetal6s2s_1 | 0 | 12 |
| a21oi_4 | 0 | 30 |
| nand2_4 | 2 | 63 |
| inv_2 | 0 | 201 |
| buf_2 | 65 | 105 |
| xnor3_1 | 24 | 24 |
| inv_1 | 1814 | 1613 |
| clkbuf_4 | 0 | 2 |
| buf_16 | 0 | 16 |
| clkbuf_2 | 17 | 15 |
| clkdlybuf4s50_1 | 0 | 134 |
| ha_1 | 1200 | 1017 |
| xnor2_1 | 944 | 852 |
| nand2_2 | 13 | 114 |
| xnor2_2 | 11 | 92 |
| a21o_4 | 0 | 1 |
[worst min-delay path, delay by kind of cell]
family | cells | cell delay (ns)
buf+inv | 3 | 0.37
simple gates | 1 | 0.09
xor+xnor | 5 | 0.66
[per-layer routing]
metal / part of all wire / vias up / GRT usage
li1: - / 28300 / -
met1: 0.39 / 30700 / 0.372
met2: 0.43 / 2451 / 0.429
met3: 0.097 / 675 / 0.0965
met4: 0.084 / 24 / 0.175
met5: 0.0013 / - / 0.00254
[through the flow]
stage	power [mW]	worst slack (ns)	utilization	TNS, ns
final	47.1	-1.20	0.430	-56.98
after global routing	51.7	-1.42	0.430	-72.54
after CTS	45.9	-1.31	0.422	-68.78
after detailed placement	42.3	-2.10	0.380	-129.77
after global placement	42.6	-2.10	0.380	-130.92
after floorplan	20.4	-0.295	-	-5.96
[cells by family (layout without fill, tap and decap cells)]
family          Yosys count  in the layout  synth area share
fa+ha+maj              2448           2448             0.552
other cells               0             28                 0
buf+inv                2278           4023             0.121
compound gates           96             96           0.00828
xor+xnor               1128           1128             0.142
simple gates           2592           2592             0.177
[power by group through the flow]
stage	clock network, mW	registers (mW)	logic (mW)
4_1_cts	0	0	45.9
5_1_grt	0.000000199	0	51.7
[area by class of cell]
type	count	area (µm²)	share of cell area
multi-input combinational	6264	68200	0.661
inverter	1814	6810	0.0659
antenna	28	70.1	0.000678
timing repair buffer	2209	24200	0.234
tap	3185	3990	0.0386
[what timing repair did]
item,CTS,global route
cloned,15,1
pin swaps,839,520
gates resized,1857,409
setup buffers,583,92
hold endpoints to repair,0,0
endpoints found under the setup margin,120,111
[worst paths after layout]
path / cells past startpoint / from / end
setup / recovery: 20 / A1d[68] / Result[175]
hold / removal: 9 / A1d[41] / Result[71]
Power and IR drop assume default switching activity.
