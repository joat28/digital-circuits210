--- run.sh ---
#!/bin/bash
# OpenROAD 26Q1-2900-gdf79404cd8, Yosys 0.63+post, stock flow scripts
make -C /OpenROAD-flow-scripts/flow DESIGN_CONFIG=/design/flow/config.mk WORK_HOME=/design/flow/orfs finish
--- config.mk ---
export PLATFORM = sky130hd
export DESIGN_NAME = booths
export DESIGN_NICKNAME = booths
export VERILOG_FILES = /design/flow/design.v
export SDC_FILE = /design/flow/constraint.sdc
export NUM_CORES = 4
export LEC_CHECK = 1
export CORE_AREA = 10 10 109 109
export DIE_AREA = 0 0 119 119
--- constraint.sdc ---
current_design booths

set clk_period 4.8
set clk_io_pct 0.2

create_clock -name clk0 -period $clk_period [get_ports {clock}]

set non_clock_inputs [all_inputs -no_clocks]
set_input_delay [expr $clk_period * $clk_io_pct] -clock clk0 $non_clock_inputs
set_output_delay [expr $clk_period * $clk_io_pct] -clock clk0 [all_outputs]
--- design.v ---
module adder_subtrator(              
    output [7:0] out,                
    input [7:0] a,                   
    input [7:0] b,
    input cin);                      
    assign out = a + b + cin;        
endmodule
module booths(                       
    output [15:0] result,            
    output validity,                 
    input [7:0] num1, num2,          
    input clock, start);             
    reg [7:0] A, Q, M;               
    reg q;                           
    reg [3:0] count;                 
    wire [7:0] sum, diff;            
always @(posedge clock)              
begin           
        if (start) begin             
            A <= 8'b0;               
            M <= num1;               
            Q <= num2;               
            q <= 1'b0;               
            count <= 4'b0;           
    end
    else begin                       
            case ({Q[0], q})         
            2'b0_1 : {A, Q, q} <= {sum[7], sum, Q};      
            2'b1_0 : {A, Q, q} <= {diff[7], diff, Q};    
            default: {A, Q, q} <= {A[7], A, Q};          
            endcase                          
    count <= count + 1'b1;                   
    end                     
end                                   
adder_subtrator add (sum, A, M, 1'b0);    
adder_subtrator subtract (diff, A, ~M, 1'b1);  
assign result = {A, Q};                
assign validity = (count < 8);        
endmodule                             
==> flow_summary_export.csv <==
group,metric,value,unit
worst_setup_path,startpoint_type,"input port",
floorplanning,dieWidth,119,um
cts,hold_buffers,0,
outcome,status,"complete, no violations",
synthesis,top_cell,"inv_1",
place,hpwl,3050,um
floorplanning,chipArea,0.0142,mm^2
cts,ctsResizeCount,0,
final_timing,clock.fmax,0.439,GHz
final_layout,finish.instance_area,0.00232,mm^2
final_layout,n_fill_cell,1061,
cts,htreeDepth,2,
final_timing,slew-limit-headroom,71.9,%
cts,cts_setup_buffers,0,
detailed_routing,wl_met3,178,um
synthesis,ys_cells,179,
synthesis,synth-edff-count,8,
detailed_routing,dr.first_iter.drc_count,74,
worst_setup_path,cpMaxStageDelayCell,"clkdlybuf4s50_1",
global_routing,grt_pass1_vias,1343,
final_timing,finalHoldViolCount,0,
worst_setup_path,cp.required,4950,ps
place,port_buffers,34,
cts,cts_root_buf,"clkbuf_8",
detailed_routing,met2WireLength,1850,um
synthesis,ys.flops,29,
power,power.share.clock,30.7,%
worst_setup_path,crit_path_max_incr_delay,460,ps
place,dpl_cell_area,0.00220,mm^2
worst_setup_path,worst-path-max-fanout,27,
detailed_routing,wire_per_inst,11.1,um
flow_run,warnings,34,
detailed_routing,wl,3860,um
final_layout,area_growth,34.3,%
global_routing,antenna_found_initial,0,
cts,cts_buffers,5,
power,p_seq_share,36.7,%
detailed_routing,firstDrtPassIters,4,
final_timing,fin_skew,10.2,ps
detailed_routing,top_layer_used,"met4",
synthesis,ys_async_sr_fraction,0,%
global_routing,grt_max_degree,28,
worst_setup_path,arrival,2430,ps
final_timing,setup_tns,0,ps
power,p_leak,0.938,nW
synthesis,yosys-top-cells-count,"25 x inv_1, 21 x dfxtp_1, 18 x ha_1",
worst_setup_path,worstPathCellList,"clkdlybuf4s50_1, buf_4, inv_1, o21a_1, and3_1, o311ai_0, o211ai_1",
synthesis,top_area_cell,"dfxtp_1",
synthesis,ys_seq_share,38.2,%
power,totalPowerFinal,0.000836,W
detailed_routing,viasPerCell,3.90,
detailed_routing,drc,0,
power,comb_power_share,32.6,%
detailed_routing,n_antenna_cell,0,
worst_setup_path,critPathTopFamily,"buffers and inverters",
cts,path_clk_slew,70,ps
power,internal_power,0.000590,W
worst_hold_path,holdCritPathClass,"reg -> reg",
synthesis,yosysWarnings,1,
synthesis,synthCells,179,
floorplanning,rows,36,
synthesis,yosys_area,0.00173,mm^2
floorplanning,coreArea,0.00964,mm^2
floorplanning,io_pins,35,
synthesis,flop_cell,"dfxtp_1",
global_routing,grt_use_total,5.25,%
global_routing,grt_pass1_wl,6420,um
cts,clock_latency,280,ps
detailed_routing,met1Wirelength,1730,um
power,power.switching,0.000246,W
final_timing,setup_viol,0,
final_timing,rsz0062_at_grt,"no",
power,ir_drop,0.000330,V
synthesis,netlist_area,0.00173,mm^2
synthesis,area_leaders,"dfxtp_1 24%, edfxtp_1 14%, ha_1 13%",
floorplanning,dieHeight,119,um
flow_run,max-cap-violations,0,
synthesis,syn_area_per_cell,9.65,um^2
worst_setup_path,crit_type,"in -> reg",
final_timing,fin_crit_sh,47.5,%
cts,numClockSinks,29,
synthesis,top_area_share,24.3,%
floorplanning,initCoreUtil,17.9,%
power,powerDensity,360,mW/mm^2
final_timing,worstMarginPinSlew,416,ps
detailed_routing,ant_nets,0,
worst_setup_path,crit_buf_inv,3,
power,swShare,29.4,%
cts,cts_tree,"built",
detailed_routing,vias,1357,
final_timing,slew_viol_final,0,
final_timing,fin_ws,2520,ps
place,place_worst_setup_slack,2220,ps
final_layout,drive_gt1_share,9.30,%
worst_setup_path,worst_setup_path_end_kind,"flip-flop",
global_routing,grt_overflow,0,
place,gp_congestion,0.878,
final_layout,final_util,24.1,%
synthesis,ys_types,42,
cts,cts_buffer_depth,2,
final_timing,final.min_clock_period,2280,ps
-- through the flow --
step           std cells  hold slack (ps)
3_5_place_dp         340              443
6_report             348              450
3_3_place_gp         340              426
4_1_cts              348              452
2_1_floorplan        179              418
5_1_grt              348              469
-- path summary, 6_finish.rpt --
path                  from        to  slack [ps]  cells after the start
setup / recovery     start      A[6]        2520                      7
hold / removal    count[0]  count[0]         450                      1
setup reg to reg      A[0]      A[5]        2680                      8
hold reg to reg   count[0]  count[0]         450                      1
-- worst register-to-register path: stages (launching register included) --
cell      delay [ps]
dfxtp_1          380
inv_1             80
ha_1             190
fa_1             400
nand2b_1         200
a21o_1           180
a211oi_1         220
a21oi_1           70
o311a_1          300
-- power groups by stage --
stage	combinational, W	sequential (W)	clock, W
finish	0.000272	0.000307	0.000257
CTS	0.000275	0.000308	0.000265
global route	0.000308	0.000313	0.000275
-- layout make-up --
type,instances,area (um^2),share of cell area (%)
sequential,29,661,28.5
timing repair buffer,35,348,15.0
clock inverter,1,30.0,1.29
tap,133,166,7.17
inverter,25,93.8,4.04
clock buffer,7,86.3,3.72
multi-input combinational,118,936,40.3
-- state kept, by name, summed over array words and instances, names as in the netlist --
signal	count
A	8
M	8
Q	8
count	4
q	1
-- cells in the final DEF, fill, tap and decap left out, types with 2 or more instances in the layout --
cell type / instances
mux2_2: 7
nor2b_1: 2
nand2_1: 9
a211oi_1: 4
or2_2: 2
edfxtp_1: 8
xor2_1: 2
o21ai_0: 5
xnor2_1: 5
fa_1: 2
clkdlybuf4s50_1: 34
o22ai_1: 2
o221ai_1: 2
a2111oi_0: 3
inv_1: 25
nor3_1: 2
nand2b_1: 5
nor2_1: 12
o21a_1: 2
mux2i_1: 2
nand3_1: 2
clkbuf_8: 6
and3_1: 2
a21oi_1: 9
ha_1: 18
dfxtp_1: 21
o2111a_1: 2
o211ai_1: 4
o311a_1: 2
-- metal layers --
metal,up-vias,GRT usage (%)
li1,700,-
met1,617,6.95
met2,31,8.61
met3,9,1.01
met4,0,1.37
met5,-,0
-- cell families after synthesis --
| logic type | count (synthesis) | synth area share, % |
|---|---|---|
| xor+xnor | 7 | 3.55 |
| fa+ha+maj | 20 | 15.4 |
| buf+inv | 32 | 7.60 |
| simple gates | 37 | 10.1 |
| mux | 9 | 5.72 |
| flops | 29 | 38.2 |
| compound gates | 45 | 19.5 |
Power is estimated from default activity; no workload was simulated.
